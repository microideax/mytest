[flow/run.sh]
#!/bin/bash
# OpenROAD 26Q1-2900-gdf79404cd8, Yosys 0.63+post, stock flow scripts
make -C /OpenROAD-flow-scripts/flow DESIGN_CONFIG=/design/flow/config.mk WORK_HOME=/design/flow/orfs finish
[flow/config.mk]
export PLATFORM = sky130hd
export DESIGN_NAME = mult_addr
export DESIGN_NICKNAME = mult_addr
export VERILOG_FILES = /design/flow/design.v
export SDC_FILE = /design/flow/constraint.sdc
export NUM_CORES = 4
export LEC_CHECK = 1
export CORE_UTILIZATION = 30
export SYNTH_HDL_FRONTEND = slang
[flow/constraint.sdc]
current_design mult_addr

set clk_period 3.9
set clk_io_pct 0.2

create_clock -name clk0 -period $clk_period [get_ports {clk}]

set non_clock_inputs [all_inputs -no_clocks]
set_input_delay [expr $clk_period * $clk_io_pct] -clock clk0 $non_clock_inputs
set_output_delay [expr $clk_period * $clk_io_pct] -clock clk0 [all_outputs]
[flow/design.v]
module mult_addr(clk,rst_n,feature_in,kernel,feature_out);
input clk;
input rst_n;
input[25*9-1:0] feature_in;
input[25*2-1:0] kernel;
output[8:0] feature_out;
wire[8:0] mult_out[24:0];
wire[8:0] adder_tree_wire[48:0];
wire[48:0]carry_wire;
assign feature_out = adder_tree_wire[0];
genvar i;
generate
for(i=0;i<25;i=i+1) begin:conv_mult
    select_unit my_select_unit(
        .clk(clk),
        .rst_n(rst_n),
        .feature_in(feature_in[i*9+8:i*9]),
        .kernel(kernel[i*2+1:i*2]),
        .mult_out(mult_out[i])
    );
end
endgenerate
generate
    for(i=0;i<25;i=i+1) begin:mult_out_shift
        assign adder_tree_wire[i+24] = mult_out[i];
    end
endgenerate
assign carry_wire[48:24] =25'd0;
generate 
    for(i=48;i>=1;i=i-2) begin:conv_add
    adder_unit my_adder_unit(
        .clk(clk),
        .rst_n(rst_n),
        .adder_a(adder_tree_wire[i-1]),
        .adder_b(adder_tree_wire[i]),
        .carry_a(carry_wire[i-1]),
        .carry_b(carry_wire[i]),
        .adder_out(adder_tree_wire[(i/2)-1]),
        .carry_out(carry_wire[(i/2)-1])
    );
    end
endgenerate
endmodule
module select_unit(clk,rst_n,feature_in,kernel,mult_out);
input clk;
input rst_n;
input signed [8:0] feature_in;
input signed [1:0] kernel;
output [8:0]mult_out;
reg signed [8:0]product;
always@(posedge clk or negedge rst_n)
    begin
        if(!rst_n)
            product <= 9'b0;
        else
            if(kernel == 0)
                product <= 0;
            else if(kernel == -1)
                product <= -feature_in;
            else if(kernel == 1)
                product <= feature_in;
    end
assign mult_out = product;
endmodule
module adder_unit(clk,rst_n,adder_a,adder_b,carry_a,carry_b,adder_out,carry_out);
input clk;
input rst_n;
input [8:0] adder_a;
input [8:0] adder_b;
input carry_a;
input carry_b;
output [8:0]adder_out;
output carry_out;
reg [8+1:0]sum;
always@(posedge clk or negedge rst_n)
begin
    if(!rst_n)
        sum <= 10'b0;
    else
        sum <= adder_a + adder_b;
end
assign adder_out = sum[8:0];
assign carry_out = sum[9]; 
endmodule
==> Changelog: implementation <==
### Physical design

- Routed WL: 55900 µm
- CP endpoint kind: register
- IO Pins: 286
- Fmax: 443 MHz
- Post-detailed-route count of antenna-violating nets: 0
- Synth area leaders: dfrtp_1 44%, ha_1 11%, xnor2_1 8.9%
- Yosys Instances: 2305
- DRT iter0 DRCs: 627
- Worst path required time: 4390 ps
- Crit start category: register
- Largest net degree at the start of global routing: 104
- Grt ovf: 0
- Clock sinks: 441
- Ant. Diodes: 0
- First drt pass iteration count: 6
- Seq pwr share: 0.356
- Drt wl/cell: 15.2 µm
- Post-detail-place hpwl: 42400 µm
- Ys flop type: dfrtp_1
- YS warnings: 0
- Yosys stat area: 25200 µm²
- Largest fanout on the critical path: 3
- Most common logic cells in the final layout: 441 x dfrtp_1, 284 x clkdlybuf4s50_1, 255 x xnor2_1, 217 x ha_1, 200 x a22o_1
- Hold-fix buffers at CTS: 0
- Via count: 17.6k
- Clock share of power: 0.289
- Finished Layout Cells: 3680
- Area leader, netlist: dfrtp_1
- Worst hold path class: in -> async
- Placed insts: 3582
- Post-synthesis cell type count: 45
- Pint: 12.2 mW
- CP bufs+invs: 0
- Number of max-cap violations: 0
- CP Class: reg -> reg
- Die area: 85200 µm²
- Port Buffers: 285
- Die W: 292 µm
- Chip height: 292 µm
- Post-synth EDFFs: 0
- Rel. slew slack: 0.505
- Met3 wire length: 2100 µm
- Dominant logic cell type in the layout: dfrtp_1
- Vias in the first global route: 17.6k
- Starting density of the core: 0.305
- Sum Neg Setup Slack: 0 ps
- Layout cells sized above 1: 0.0502
- Crit path DAT: 2740 ps
- Via/cell ratio: 4.79
- Num rows: 105
- Met1 wire length: 26400 µm
- Final Max Tran Viols: 0
- Worst vdd ir: 0.358 mV
- Comb pwr share: 0.355
- GP Congestion: 0.855
- Status: finished clean
- RSZ-0062 raised after global routing: no
- Max clock buf depth: 3
- Inserted Clock Buffers: 53
- Root Buffer: clkbuf_16
- Actual slew at the worst max-slew pin: 742 ps
- Metal2 WL: 26200 µm
- Synth Seq Share: 0.438
- Minimum clock period: 2260 ps
- Reg clk slew, reported paths: 60 ps
- Final setup viols: 0
- Critical-path top delay cell: fa_1
- Core Region: 82600 µm²
- Clock Latency Late Sink: 590 ps
- DRC viols: 0
- Delay-heaviest family, CP: AND-OR/OR-AND gates
- Cts repair resizes: 0
- Tool Warnings: 29
- Cells after Synth: 2305
- Leakage power: 13.7 nW
- Area growth from synthesis to layout: 23.0%
- Post-CTS setup buffer count: 0
- Fraction of registers with async set/reset: 1.00
- CTS tree: yes
- Endpoints failing hold: 0
- Top layer in use: met5
- Top cell area share: 0.438
- Cell area power density: 585 nW/µm²
- Crit-path cells: ha_1, fa_1, a211oi_1, nor2_1, a311o_1, a21oi_1, xnor2_1
- Synthesized area per cell: 10.9 µm²
- Post-synthesis register bit count: 441
- P_sw: 5.90 mW
- Sw Ratio: 0.325
- Worst clock skew: 24.6 ps
- Overall global routing resource usage: 0.137
- Cell Area, Synth: 25200 µm²
- Antenna violations before repair: 6
- H-tree Lvls: 2
- Post-layout period usage: 0.579
- CP max stage delay: 440 ps
- First-pass GRT wire length: 92600 µm
==> worst reg2reg max path, stage by stage (launching register included) <==
cell and delay, ps:
dfrtp_1 400, ha_1 230, fa_1 440, a211oi_1 260
nor2_1 110, a311o_1 350, a21oi_1 170, xnor2_1 180
==> synth_stat cells, types with 4 or more instances <==
| cell | count |
|---|---|
| xor2_1 | 65 |
| nor3b_1 | 6 |
| fa_1 | 24 |
| a21o_1 | 54 |
| o21ai_0 | 142 |
| nor2b_1 | 52 |
| a211oi_1 | 50 |
| o21bai_1 | 9 |
| dfrtp_1 | 441 |
| a32o_1 | 25 |
| o41ai_1 | 16 |
| mux2_2 | 10 |
| ha_1 | 217 |
| a22o_1 | 200 |
| nand2_1 | 77 |
| nand3_1 | 4 |
| inv_1 | 88 |
| or4b_1 | 6 |
| nand2b_1 | 96 |
| xnor2_1 | 255 |
| o22ai_1 | 15 |
| o21a_1 | 23 |
| buf_4 | 9 |
| or3_1 | 17 |
| a21oi_1 | 96 |
| clkbuf_1 | 75 |
| a41oi_1 | 15 |
| or4_4 | 5 |
| nor2_1 | 94 |
| or4_1 | 13 |
| a311o_1 | 18 |
| nor3_1 | 16 |
| nor3_2 | 9 |
| o31ai_1 | 46 |
==> cells by family (layout without fill, tap and decap cells) <==
family,count (synthesis),in the layout,share of synthesized area
compound gates,719,719,0.206
flops,441,441,0.438
simple gates,402,402,0.0872
xor+xnor,320,320,0.111
fa+ha+maj,241,241,0.127
buf+inv,172,477,0.0269
mux,10,10,0.00447
==> layer usage <==
metal,track usage,vias to the layer above
met2,0.218,237
met3,0.0211,93
met1,0.203,8322
met5,0,-
li1,-,8957
met4,0.0245,10
==> power groups by stage <==
stage                 clock (mW)  combinational [mW]  sequential [mW]
final                       5.24                6.44             6.46
after global routing        5.62                7.36             6.59
after CTS                   5.45                6.57             6.50
==> state kept, by name, indices dropped and copies added, names as in the netlist <==
register and flops:
conv_mult.my_select_unit.mult_out 225, conv_add.my_adder_unit.sum 216
==> per-stage QoR <==
step                 util  total power [mW]  hold WS, ps  area [µm²]  setup slack (ps)
floorplan               -              11.2          443       25200              1800
global placement    0.353              13.1          466       29100              1200
detailed placement  0.353              13.1          464       29100              1240
CTS                 0.375              18.5          114       31000              1640
global route        0.375              19.6          156       31000              1460
finish              0.375              18.1          152       31000              1640
==> worst paths after layout <==
path                                                                         to                                   startpoint  cells after the start  slack, ps
max                                 conv_add[18].my_adder_unit.sum[8]$_DFF_PN0_  conv_add[36].my_adder_unit.sum[0]$_DFF_PN0_                      7       1640
min                        conv_mult[23].my_select_unit.mult_out[4]$_DFFE_PN0P_                                        rst_n                      1        150
max reg2reg                         conv_add[18].my_adder_unit.sum[8]$_DFF_PN0_  conv_add[36].my_adder_unit.sum[0]$_DFF_PN0_                      7       1640
min reg2reg                         conv_add[14].my_adder_unit.sum[0]$_DFF_PN0_  conv_add[28].my_adder_unit.sum[0]$_DFF_PN0_                      1        480
max in group asynchronous  conv_mult[11].my_select_unit.mult_out[0]$_DFFE_PN0P_                                        rst_n                      2       2630
min in group clk0                   conv_add[14].my_adder_unit.sum[0]$_DFF_PN0_  conv_add[28].my_adder_unit.sum[0]$_DFF_PN0_                      1        480
==> area by class of cell <==
type,instances,area (µm²)
fillers,7904,51600
multi-input cells,1692,13500
repair buffers,291,2940
inverters,88,330
well taps,1070,1340
clock inverters,26,339
flip-flops and latches,441,11000
clock buffers,72,1540
Power and IR drop assume default switching activity.
