==> flow/design.v <==
module pooling(clk,rst_n,feature_in,feature_out
);
input clk;
input rst_n;
input [16*9-1:0]feature_in;
output[8:0]feature_out;
wire[8:0] comparator_wire[30:0];
assign feature_out = comparator_wire[0];
genvar i;
generate
    for(i=0;i<16;i=i+1)begin:comparator_wire_shift
        assign comparator_wire[i+15] = feature_in[i*9+8:i*9];
    end
endgenerate
generate
    for(i=30;i>=1;i=i-2) begin:comparator_module
        comparator_unit my_comparator(
                           .clk(clk),
                           .rst_n(rst_n),
                           .data_in_a(comparator_wire[i]),
                           .data_in_b(comparator_wire[i-1]),
                           .data_out(comparator_wire[(i/2)-1])
                           );
    end
endgenerate
endmodule
module comparator_unit(clk,rst_n,data_in_a,data_in_b,data_out);
input clk;
input rst_n;
input [8:0]data_in_a;
input [8:0]data_in_b;
output reg [8:0]data_out;
always @(posedge clk or negedge rst_n)
    begin
       if(!rst_n)
           data_out <= 9'b0;
       else
           data_out <= (data_in_a >= data_in_b)?data_in_a:data_in_b;
    end
endmodule
==> flow/run.sh <==
#!/bin/bash
# OpenROAD 26Q1-2900-gdf79404cd8, Yosys 0.63+post, stock flow scripts
make -C /OpenROAD-flow-scripts/flow DESIGN_CONFIG=/design/flow/config.mk WORK_HOME=/design/flow/orfs finish
==> flow/config.mk <==
export PLATFORM = sky130hd
export DESIGN_NAME = pooling
export DESIGN_NICKNAME = pooling
export VERILOG_FILES = /design/flow/design.v
export SDC_FILE = /design/flow/constraint.sdc
export NUM_CORES = 4
export LEC_CHECK = 1
export CORE_UTILIZATION = 30
export SYNTH_HDL_FRONTEND = slang
==> flow/constraint.sdc <==
current_design pooling

set clk_period 3.0
set clk_io_pct 0.2

create_clock -name clk0 -period $clk_period [get_ports {clk}]

set non_clock_inputs [all_inputs -no_clocks]
set_input_delay [expr $clk_period * $clk_io_pct] -clock clk0 $non_clock_inputs
set_output_delay [expr $clk_period * $clk_io_pct] -clock clk0 [all_outputs]
==> out/metrics.json <==
{
  "routing": {
    "dr.pass1.iters": 4,
    "wl_um": 16400,
    "detail_route.drc_violations": 0,
    "antenna-diode-count": 0,
    "wl_per_cell_um": 12.6,
    "dr.first_iter.drc_count": 182,
    "viasPerCell": 4.24,
    "overall_via_count_from_detail_route": 5522,
    "drt.antenna.violating_nets": 0
  },
  "floorplan": {
    "top_level_ports": 155,
    "floorplan.core_util_pct": 30.7,
    "fp.dieW_um": 169,
    "chip_area_um2": 28400,
    "die_h_um": 169,
    "core_ar_um2": 27100,
    "rows": 60
  },
  "global_routing": {
    "maximum_number_of_pins_on_one_net_before_global_route_repair": 79,
    "global_route.usage.total_pct": 12.3,
    "grt_overflow_total": 0,
    "number_of_global_route_vias_before_repair": 5596,
    "number_of_antenna_violations_at_the_first_check_in_global_routing": 0,
    "grt_pass1_wl_um": 27500
  },
  "final_timing": {
    "setup_slack_ns": 0.580,
    "fin_skew_ns": 0.00768,
    "timing_max_transition_violations_final": 0,
    "maxSlewHeadroom_pct": 52.0,
    "final_period_minus_worst_setup_slack_ns": 2.42,
    "totalNegativeSetupSlack_ns": 0,
    "final_min_period_over_clock_period_pct": 80.7,
    "grt_setup_unrepaired": "false",
    "tightest_slew_ns": 0.719,
    "finalHoldViolCount": 0,
    "max_frequency_mhz": 413,
    "setup-violations-final": 0
  },
  "finish": {
    "final_layout_top_logic_cell": "sky130_fd_sc_hd__clkdlybuf4s50_1",
    "combGateArea_um2": 4420,
    "largest_register_by_flop_count": "comparator_module.my_comparator.data_out",
    "final_layout_size_suffix_gt1_share_pct": 20.6,
    "largest_reg_flops": 135,
    "layout_top_registers": "comparator_module.my_comparator.data_out (135)",
    "syn2layout_area_growth_pct": 32.7,
    "most_used_cells_in_the_layout_excluding_fill_and_tap_cells": "sky130_fd_sc_hd__clkdlybuf4s50_1, sky130_fd_sc_hd__inv_1, sky130_fd_sc_hd__ha_1, sky130_fd_sc_hd__dfrtp_1, sky130_fd_sc_hd__mux2_2",
    "stdcell_area_um2": 11100,
    "fill_cells": 2514,
    "layout.core_utilization_pct": 40.8,
    "seqCellArea_um2": 3380
  },
  "critical_path": {
    "cp-end-kind": "flip-flop",
    "worst_ep_arrival_time_ns": 2.71,
    "timing.critical_path.buf_inv": 3,
    "critical_path_required_ns": 3.29,
    "critPathTopFamily": "buffers and inverters",
    "cp_cell_sequence": "clkdlybuf4s50_1 > inv_1 > ha_1 > nand2b_1 > a211oi_1 > nor4_1 > nor3_4 > buf_4 > mux2_2",
    "critical_path_peak_fanout": 9,
    "cp_slowest_cell": "sky130_fd_sc_hd__clkdlybuf4s50_1",
    "critical_path.max_stage_delay_ns": 0.49,
    "startpoint_class_of_the_critical_path": "input pin",
    "worstSetupPathType": "in2reg"
  },
  "place": {
    "post_dp_cell_area_um2": 10400,
    "hpwl_um": 13200,
    "number_of_port_buffers": 154,
    "globalplace.congestion": 0.815,
    "dp_slack_ns": 0.157
  },
  "power": {
    "pwr_density_cell_nw_per_um2": 646,
    "cell_int_power_uw": 5090,
    "switching_share_pct": 28.7,
    "switching_power_uw": 2050,
    "power_leakage_uw": 0.00520,
    "peakVddDrop_mv": 0.340,
    "sequentialPowerShare_pct": 35.1,
    "power_frac_clock_pct": 31.7,
    "power.share.combinational_pct": 33.2
  },
  "clock_network": {
    "cts.path.max_buffers": 2,
    "post-cts-setup-buffers": 0,
    "numCtsBuffers": 17,
    "cts.hold.buffers_added": 0,
    "post_cts_resize_count": 0,
    "cts.reportedPaths.clkPinSlew_ns": 0.06,
    "cts_tree": "built",
    "clkSinkCount": 135,
    "cts_max_level": 4,
    "insertion_delay_ns": 0.41,
    "clock-root-buffer": "sky130_fd_sc_hd__clkbuf_16"
  },
  "flow_run": {
    "warning_count": 25,
    "max_cap_violations": 0
  },
  "synthesis": {
    "synth_warnings": 0,
    "syn_area_um2": 8330,
    "mean_cell_area_of_the_mapped_netlist_um2": 11.3,
    "postSynthRegisterBits": 135,
    "postSynthSeqShare_pct": 40.5,
    "ys_chip_area_um2": 8330,
    "synthDistinctLibCells": 27,
    "postSynthCellCount": 737,
    "synth_stat.cells": 737
  },
  "outcome": {
    "outcome": "complete, no violations"
  },
  "hold_path": {
    "hold_class": "in2async"
  }
}
## metal layers
metal / GRT usage, % / vias up / part of all wire (%)
met1: 18.6 / 2528 / 50
met5: 0 / - / 0
met4: 1.15 / 0 / 0.90
li1: - / 2902 / -
met3: 2.26 / 9 / 3.6
met2: 19.2 / 83 / 46
## cell families (layout without fill, tap and decap cells)
kind of cell             count (synthesis)  in the layout  share of synthesized area (%)
adder cells (fa/ha/maj)                135            135                           20.3
buffers and inverters                  143            335                           6.44
AND-OR/OR-AND                          103            103                           9.07
flip-flops                             135            135                           40.5
multiplexers                           133            133                           18.0
AND/OR/NAND/NOR                         88             88                           5.71
## path summary, 6_finish.rpt
kind,slack [ns],startpoint,endpoint,depth (start not counted)
worst min register to register,0.50,comparator_module[16].my_comparator.data_out[6],comparator_module[8].my_comparator.data_out[6],1
worst max register to register,0.74,comparator_module[28].my_comparator.data_out[0],comparator_module[14].my_comparator.data_out[1],6
worst max-delay path,0.58,feature_in[27],comparator_module[18].my_comparator.data_out[0],9
min in group clk0,0.50,comparator_module[16].my_comparator.data_out[6],comparator_module[8].my_comparator.data_out[6],1
max in group asynchronous,2.04,rst_n,comparator_module[26].my_comparator.data_out[0],2
worst min-delay path,0.21,rst_n,comparator_module[20].my_comparator.data_out[6],1
## synth_stat cells, drive strengths merged
cell type / n / area [um^2]
nand2b: 15 / 93.8
o21ai: 23 / 123
nor2: 22 / 82.6
a31oi: 2 / 42.5
nor3: 7 / 91.3
nand2: 28 / 105
a41o: 2 / 20.0
a2111oi: 6 / 90.1
ha: 135 / 1690
o211ai: 2 / 15.0
a21oi: 47 / 280
nand3: 2 / 10.0
nor4: 5 / 31.3
o21a: 4 / 30.0
o21bai: 4 / 30.0
o221ai: 2 / 17.5
dfrtp: 135 / 3380
mux2: 133 / 1500
a211oi: 11 / 108
and4: 2 / 17.5
inv: 143 / 537
nand4: 7 / 43.8
## power by group through the flow
stage     Clock [uW]  Combinational (uW)  Sequential (uW)
5_1_grt         2410                2680             2570
6_report        2270                2370             2500
4_1_cts         2320                2410             2520
## metrics by stage
step                hold WS (ns)  total power [uW]  instances
floorplan                  0.304              4070        737
global placement           0.494              4900       1270
detailed placement         0.494              4910       1270
CTS                        0.244              7240       1301
global route               0.259              7660       1301
finish                     0.209              7140       1301
## layout make-up
cell class / instances / area share, %
clock buffer: 19 / 4.10
clock inverter: 12 / 1.81
inverter: 143 / 4.85
multi-input combinational: 459 / 39.9
sequential: 135 / 30.5
tap: 372 / 4.21
timing repair buffer: 161 / 14.5
Power is estimated from default activity; no workload was simulated.
