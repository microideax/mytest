**design.v**
```verilog
module rect_linear(
     clk,
     rst_n,
     function_in,
     function_out
    );
input clk;
input rst_n;
input [8:0]function_in;
output [8:0]function_out;    
reg [8:0]function_out;
always @(posedge clk or negedge rst_n)
    begin
        if(!rst_n)
            function_out <= 9'b0;
        else if(function_in[8] == 1'b1)
            function_out <= 9'b0;
        else 
            function_out <=  function_in;
    end
endmodule
```
**run.sh**
```bash
#!/bin/bash
# OpenROAD 26Q1-2900-gdf79404cd8, Yosys 0.63+post, stock flow scripts
make -C /OpenROAD-flow-scripts/flow DESIGN_CONFIG=/design/flow/config.mk WORK_HOME=/design/flow/orfs finish
```
**config.mk**
```make
export PLATFORM = sky130hd
export DESIGN_NAME = rect_linear
export DESIGN_NICKNAME = rect_linear
export VERILOG_FILES = /design/flow/design.v
export SDC_FILE = /design/flow/constraint.sdc
export NUM_CORES = 4
export LEC_CHECK = 1
export CORE_AREA = 10 10 70 70
export DIE_AREA = 0 0 80 80
export SYNTH_HDL_FRONTEND = slang
```
**constraint.sdc**
```tcl
current_design rect_linear

set clk_period 1.0
set clk_io_pct 0.2

create_clock -name clk0 -period $clk_period [get_ports {clk}]

set non_clock_inputs [all_inputs -no_clocks]
set_input_delay [expr $clk_period * $clk_io_pct] -clock clk0 $non_clock_inputs
set_output_delay [expr $clk_period * $clk_io_pct] -clock clk0 [all_outputs]
```
==> out/qor.yml <==
timing:
  fmax_ghz: 1.029
  slew_violations: 0
  hold_violations: 0
  timing.hold.ws_ps: 234.1
  fin_crit_sh_pct: 97.16
  fin_ws_ps: 28.37
  finalCriticalPeriod_ps: 971.6
  rsz0062_at_grt: "false"
  tns_ps: 0
  setup_violations: 0
pwr:
  p_clk_share_pct: 35.1
  pwr-share-seq_pct: 52.7
  p_leak_nw: 0.2221
  peakVddDrop_v: 0.0002338
  combPwrFrac_pct: 12.2
  power.net_switching_mw: 0.1200
  switching_share_pct: 18.32
  p_int_mw: 0.5352
  power_density_mw_per_mm2: 1326
worst_setup_path:
  critPathBufInv: 1
  crit_type: "reg -> out"
  critPathTopFamily: "flip-flops"
  required_ps: 800
  slowest_stage: "dfrtp_1"
  end_kind: "output pin"
  worstPathMaxFanout: 1
  startpoint_type: "flop"
  crit_chain: "clkdlybuf4s15_1"
  cpPeakStageDelay_ps: 360
  arrival_ps: 770
layout:
  drive_gt1_share_pct: 30.00
  fin_util_pct: 14.47
  layout_top_cell: "clkdlybuf4s50_1"
  largest_register_ffs: 8
  largestRegisters: "function_out x8"
  lay_top_cells: "clkdlybuf4s50_1, nor2b_1, dfrtp_1"
  area_growth_syn_to_layout_pct: 89.00
  fillCellCount: 400
  largest-register: "function_out"
  stdcell_area_um2: 494.2
drt:
  drt-wirelength-per-cell_um: 9.512
  finalWirelength_um: 818
  viasPerCell: 2.326
  drc: 0
  drtIter0Drc: 0
  num_vias: 200
  drtAntennaViolNets: 0
  insertedDiodeCount: 0
  first_pass_iters: 1
synth:
  yosys.area_share.aoi_pct: 0
  synth-adder-area-share_pct: 0
  area_leaders: "dfrtp_1, nor2b_1, buf_4"
  ys_types: 4
  ys_cells: 18
  synth-seq-cells: 8
  ys_chip_area_um2: 261.5
  synthCells: 18
  synth_area_leader_cell: "dfrtp_1"
  top_logic_kind: "simple AND/OR/NAND/NOR gates"
  xor_area_share_pct: 0
  top_area_share_pct: 76.56
  postSynthSeqShare_pct: 76.56
  synthSimpleGateAreaFrac_pct: 19.14
  synth_warnings: 0
  synthMuxAreaShare_pct: 0
  syn_area_um2: 261.5
  syn_area_per_cell_um2: 14.53
clock_network:
  root_buffer: "clkbuf_4"
  max-clock-path-buffers: 2
  clkSlewWorstSetupHoldPaths_ps: 50
  ctsHtreeMaxLevel: 1
  cts_tree: "built"
  cts_setup_buffers: 0
  numCtsBuffers: 3
  ctsHoldBuffers: 0
  cts_sinks: 8
global_route:
  grt_use_total_pct: 2.447
  grt_max_degree: 9
  grt_pass1_wl_um: 1193
  antenna_found_initial: 0
  grt_pass1_vias: 237
  overflow: 0
hold_path:
  worstHoldPathType: "in -> async"
floorplanning:
  die_area_mm2: 0.006400
  fp_util_pct: 7.656
  io_pins: 20
  fp-row-count: 21
  fp.dieH_um: 80
  dieWidth_um: 80
  core_mm2: 0.003416
place:
  place.gp.congestion: 0.5772
  port_buffers: 18
  place_area_um2: 506.7
  dp_hpwl_um: 744.2
  pre_cts_ws_ps: 2.171
job:
  tool_warnings: 25
  max_cap_viol_count: 0
outcome:
  outcome: "finished clean"
-- metal layers --
layer / GRT usage (%) / up-vias / share of wire, %
met1: 1.963 / 94 / 29
met3: 1.136 / 3 / 6.1
met5: 0 / - / 0
met2: 4.976 / 7 / 62
met4: 0.7042 / 0 / 2.6
li1: - / 96 / -
-- cell families after synthesis --
family / after synthesis
other: 1
buffers and inverters: 1
and+or+nand+nor: 8
DFF: 8
-- power by group through the flow --
stage | sequential, mW | clock, mW | combinational, mW
4_1_cts | 0.346 | 0.237 | 0.0904
5_1_grt | 0.346 | 0.254 | 0.0887
6_report | 0.345 | 0.230 | 0.0803
-- final cells by class --
class	count	area, µm²	share of cell area, %
multi-input combinational	9	53.80	10.89
sequential	8	200.2	40.51
timing repair buffer	20	160.2	32.41
tap	46	57.56	11.65
clock buffer	3	22.52	4.557
-- cells in the mapped netlist --
library cell and n:
buf_4 1, conb_1 1, dfrtp_1 8, nor2b_1 8
-- path summary, 6_finish.rpt --
check | start | endpoint | slack, ps | depth (start not counted)
max | function_out[2] | function_out[2] | 30 | 1
min | rst_n | function_out[6] | 230 | 2
max in group asynchronous | rst_n | function_out[0] | 640 | 2
min in group clk0 | function_in[2] | function_out[2] | 500 | 2
-- per-stage QoR --
stage | instances | power [mW]
final | 86 | 0.6552
after CTS | 86 | 0.6728
after global placement | 83 | 0.4479
after global routing | 86 | 0.6891
after floorplan | 18 | 0.3591
after detailed placement | 83 | 0.4495
-- repair_timing --
| action | CTS | global route |
|---|---|---|
| endpoints found under the setup margin | 8 | 6 |
| gates resized | 17 | 6 |
| endpoints found under the hold margin | 0 | 0 |
| cloned | 0 | 0 |
Power is estimated from default activity; no workload was simulated.
